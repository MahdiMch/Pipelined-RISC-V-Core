## design/flow/config.mk

```make
export PLATFORM = sky130hd
export DESIGN_NAME = Register_file
export DESIGN_NICKNAME = Register_file
export VERILOG_FILES = /design/flow/design.v
export SDC_FILE = /design/flow/constraint.sdc
export NUM_CORES = 4
export LEC_CHECK = 1
export CORE_UTILIZATION = 40
```

## design/flow/constraint.sdc

```tcl
current_design Register_file

set clk_period 5.8
set clk_io_pct 0.2

create_clock -name clk0 -period $clk_period [get_ports {clk}]

set non_clock_inputs [all_inputs -no_clocks]
set_input_delay [expr $clk_period * $clk_io_pct] -clock clk0 $non_clock_inputs
set_output_delay [expr $clk_period * $clk_io_pct] -clock clk0 [all_outputs]
```

## design/flow/design.v

```verilog
module Register_file(
    input clk,
    input rst,
    input [4:0] A1,
    input [4:0] A2,
    input [4:0] A3,
    input [31:0] WD3,
    input [31:0] WE3,
    output [31:0] RD1,
    output [31:0] RD2
);
    reg [31:0] Registers [31:0];  
    assign RD1 = (!rst) ? 32'h0 : Registers[A1];
    assign RD2 = (!rst) ? 32'h0 : Registers[A2];
    always @(posedge clk) begin
        if (WE3) begin
            Registers[A3] <= WD3;
        end
    end
endmodule
```

## design/flow/run.sh

```bash
#!/bin/bash
# OpenROAD 26Q1-2900-gdf79404cd8, Yosys 0.63+post, stock flow scripts
make -C /OpenROAD-flow-scripts/flow DESIGN_CONFIG=/design/flow/config.mk WORK_HOME=/design/flow/orfs finish
```

==> results.json <==
{
  "highest_layer": "met5",
  "port_buffers": 144,
  "largestRegisters": "Registers: 1024 flops",
  "cts_max_level": 3,
  "cts_resized": 0,
  "cp.required_ps": 4640,
  "initCoreUtil_pct": 40.5,
  "worst_pin_slew_ps": 1040,
  "num_io_pins": 145,
  "fin_crit_ps": 5420,
  "post_dp_cell_area_mm2": 0.0514,
  "route.met3.wl_um": 26700,
  "largest-register": "Registers",
  "dr.pass1.iters": 7,
  "cp_slowest_cell": "or2_2",
  "cts_made_buffers": 103,
  "ir_worst_vdd_mv": 0.269,
  "yosysTopAreaCell": "edfxtp_1",
  "cp.arrival_ps": 4260,
  "maxSlewHeadroom_pct": 30.3,
  "post_cts_buffers": 0,
  "top_area_share_pct": 65.0,
  "top_cells_by_area": "edfxtp_1 (65%), mux4_2 (21%), mux2_2 (3.0%)",
  "grt_pass1_wl_um": 213000,
  "ys_types": 31,
  "gp_congestion": 0.883,
  "warnings": 26,
  "ant_nets": 0,
  "largest_register_ffs": 1024,
  "dpl_worst_slack_ps": 555,
  "grt_max_degree": 74,
  "p_per_area_mw_per_mm2": 301,
  "grt-ovfl-total": 0,
  "layout_top_cell": "edfxtp_1",
  "synth_seq_share_pct": 65.0,
  "async_reset_ff_share_pct": 0,
  "p_leak_uw": 0.0170,
  "groute.usage.overall_pct": 27.4,
  "rows": 125,
  "rsz0062_at_grt": "no",
  "wl_per_cell_um": 35.8,
  "antenna_found_initial": 2,
  "synth_flops": 1024,
  "edf_count": 1024,
  "wirelength_um": 148000,
  "crit_fanout": 19,
  "syn_area_per_cell_um2": 20.3,
  "fillers": 9345,
  "path_buffers": 3,
  "status": "finished, final reports clean",
  "die-area_mm2": 0.120,
  "wl_met2_um": 69700,
  "critical_path_class": "in -> out",
  "slowest_delay_ps": 890,
  "grt_pass1_vias": 30746,
  "yosys-stat-area_mm2": 0.0473,
  "hold_viol": 0,
  "final_util_pct": 46.9,
  "hold_class": "in -> reg",
  "wl_met1_um": 45600,
  "final_area_mm2": 0.0547,
  "ys_warn_count": 1,
  "endpoint_kind": "output port",
  "drv_cap": 0,
  "clock_sinks": 1024,
  "coreArea_mm2": 0.117,
  "hpwlAfterDp_um": 89700,
  "holdBufCountCts": 0,
  "final_cell_mix": "edfxtp_1 (1,024), mux4_2 (448), buf_4 (137), clkdlybuf4s50_1 (133)",
  "clk_pin_slew_ps": 60,
  "tritoncts": "yes",
  "fin_crit_sh_pct": 93.4,
  "area_growth_pct": 15.6,
  "drive_above_1_share_pct": 35.8,
  "die_w_um": 346,
  "cts_buffer_depth": 3,
  "clock.fmax_mhz": 185,
  "drc_errors": 0,
  "viasPerCell": 6.47,
  "worstSetupStartpointType": "primary input",
  "synth.cell_area_mm2": 0.0473,
  "setup-tns-final_ps": 0,
  "crit_chain": "buf_2 -> or2_2 -> buf_4 -> o221ai_1 -> a31oi_1 -> clkdlybuf4s50_1",
  "crit_family": "buffers and inverters",
  "finalMaxSlewViolations": 0,
  "num_vias": 26816,
  "fin_ws_ps": 381,
  "ctsRootBufferMaster": "clkbuf_16",
  "drtIter0Drc": 1635,
  "fp.dieH_um": 346,
  "synth_cells": 2333,
  "ys.flop_type": "edfxtp_1",
  "ys_cells": 2333,
  "setup_viol": 0
}
[final cells by class]
cell class / instances / area (um2) / share of cell area (%)
multi-input combinational: 1108 / 15800 / 29.0
antenna: 1 / 2.50 / 0.00458
clock buffer: 123 / 2650 / 4.85
clock inverter: 60 / 588 / 1.08
tap: 1524 / 1910 / 3.49
timing repair buffer: 304 / 2940 / 5.37
sequential: 1024 / 30700 / 56.2
inverter: 2 / 11.3 / 0.0206
[logic make-up after synthesis]
logic type / Yosys count / synth area share [%]
buf+inv: 201 / 2.13
simple gates: 91 / 0.902
flops: 1024 / 65.0
compound gates: 313 / 4.84
mux: 704 / 27.1
[report_power, final]
part	internal (uW)	switching, uW	total [uW]	leakage (uW)
combinational	708	877	1580	0.00620
clock	3730	2800	6530	0.00158
sequential	8300	62.8	8360	0.00925
[through the flow]
step           power, uW  hold WS [ps]  cells
3_5_place_dp       10100          1990   3962
5_1_grt            16900          1320   4145
3_3_place_gp       10100          1980   3962
4_1_cts            16600          1270   4145
2_1_floorplan       9370          1260   2333
6_report           16500          1290   4146
[synth_stat cells, types with 2 or more instances]
cell       count
edfxtp_1    1024
mux4_2       448
mux2_2       128
mux2i_1      128
clkbuf_1     102
a22oi_1       64
a31oi_1       64
buf_2         64
o221ai_1      64
a221oi_1      53
nor2_1        39
o21ai_0       30
o21ai_1       26
nand2_1       22
buf_4         13
o2111ai_1     11
buf_6          9
nor4_1         8
buf_1          6
nor2b_1        6
buf_8          5
nand3b_1       3
or3b_2         3
and2_1         2
inv_1          2
nand2b_1       2
nand4_1        2
or2_2          2
[metal layers]
metal / track usage (%) / up-vias
li1: - / 10731
met1: 31.0 / 13518
met5: 2.40 / -
met4: 8.44 / 13
met3: 22.0 / 375
met2: 39.8 / 2179
[path summary, 6_finish.rpt]
path | startpoint | slack (ps) | depth (start not counted) | endpoint
max | A1[3] | 380 | 6 | RD1[12]
min | WD3[3] | 1290 | 2 | Registers[1][3]
Power figures rest on the tool's default switching activity, not on a simulated workload.
